==> design/flow/design.v <==
module processor_9_bits #(parameter mv =3'b000,
                          parameter mvi=3'b001,
			  parameter add=3'b010,
			  parameter sub=3'b011,
			  parameter T0 =2'b00,
			  parameter T1 =2'b01,
			  parameter T2 =2'b10,
			  parameter T3 =2'b11)
		(input aResetn,
		 input Run,
		 input DataIn,
		 input clock,
		 output Done);
reg [8:0]Bus_Wires;
reg Done;
reg [1:0] Tcycle_D,Tcycle_Q;
reg [0:7] Rin, Rout;
wire [0:7] Xregn,Yregn;
reg DinOut, Gout, Ain, Gin, IRin, AddSub;
wire [8:0] R0, R1, R2, R3, R4, R5, R6, R7, IR, G, A;
reg[2:0] I;
reg[9:0] sel;
reg[8:0] sum;
always
begin
I = IR[8:0];
end
dec3to8 dec1(.in(IR[5:3]), .en(1),.out(Xregn));
dec3to8 dec2(.in(IR[2:0]), .en(1),.out(Yregn)); 
always @(posedge clock)
begin
    if (!aResetn)
        Tcycle_Q <= T0;   
    else
        Tcycle_Q <= Tcycle_D;   
end
always @(*)
begin
    Tcycle_D = Tcycle_Q;   
    case (Tcycle_Q)
        T0: Tcycle_D = (Run == 0) ? T0 : T1;
        T1: Tcycle_D = (Done == 1) ? T0 : T2;
        T2: Tcycle_D = T3;
        T3: Tcycle_D = T0;
    endcase
end
always @(*)
begin
    DinOut = 0; Gout = 0; Ain = 0; Gin = 0; IRin = 0;
    AddSub = 0; Rin = 8'b00000000; Rout = 8'b00000000; Done = 0;
    case (Tcycle_Q)
        T0: IRin = 1;
        T1: case (I)
            mv: begin 
                    Rout = Yregn; Rin = Xregn; Done = 1;
                end
            mvi: begin
                    DinOut = 1; Rin = Xregn; Done = 1;
                end
            add: begin
                    Rout = Xregn; Ain = 1;
                end
            sub: begin
                    Rout = Xregn; Ain = 1;
                end
            endcase
        T2: case (I)
            add: begin
                    Rout = Yregn; Gin = 1;
                end
            sub: begin
                    Rout = Yregn; Gin = 1; AddSub = 1;
                end
            endcase
        T3: case (I)
            add: begin
                    Gout = 1; Rin = Xregn; Done = 1;
                end
            sub: begin 
                    Gout = 1; Rin = Xregn; Done = 1;
                end
            endcase
    endcase
end
always @(A or Bus_Wires) 
begin
    if (AddSub == 1) 
        sum = A + Bus_Wires;   
    else 
        sum = A - Bus_Wires;   
end    
always @(DinOut or Rout or Gout) 
begin
    sel = {DinOut, Rout, Gout};
end
always @(*)
begin
    Bus_Wires = 9'b0;  
    case (sel)
        8'b1000000000: Bus_Wires = DataIn;
        8'b0100000000: Bus_Wires = R0;
        8'b0010000000: Bus_Wires = R1;
        8'b0001000000: Bus_Wires = R2;
        8'b0000100000: Bus_Wires = R3;
        8'b0000010000: Bus_Wires = R4;
        8'b0000001000: Bus_Wires = R5;
        8'b0000000100: Bus_Wires = R6;
        8'b0000000010: Bus_Wires = R7;
        8'b0000000001: Bus_Wires = G;
        default: Bus_Wires = DataIn;  
    endcase
end
 reg_n #(.N(9))Reg0 (.clock(clock), .enable(Rin[0]), .D(Bus_Wires), .Q(R0));
 reg_n #(.N(9))Reg1 (.clock(clock), .enable(Rin[1]), .D(Bus_Wires), .Q(R1));
 reg_n #(.N(9))Reg2 (.clock(clock), .enable(Rin[2]), .D(Bus_Wires), .Q(R2));
 reg_n #(.N(9))Reg3 (.clock(clock), .enable(Rin[3]), .D(Bus_Wires), .Q(R3));
 reg_n #(.N(9))Reg4 (.clock(clock), .enable(Rin[4]), .D(Bus_Wires), .Q(R4));
 reg_n #(.N(9))Reg5 (.clock(clock), .enable(Rin[5]), .D(Bus_Wires), .Q(R5));		
 reg_n #(.N(9))Reg6 (.clock(clock), .enable(Rin[6]), .D(Bus_Wires), .Q(R6));
 reg_n #(.N(9))Reg7 (.clock(clock), .enable(Rin[7]), .D(Bus_Wires), .Q(R7));
 reg_n #(.N(9))Reg8 (.clock(clock), .enable(Ain), .D(Bus_Wires), .Q(A));		
 reg_n #(.N(9))Reg9 (.clock(clock), .enable(IRin),.D(DataIn),    .Q(IR));					
 reg_n #(.N(9))Reg10(.clock(clock), .enable(Gin), .D(sum), .Q(G));
endmodule
module dec3to8 ( 	input 		     en,
			input 	[2:0] 	     in,
			output  reg [7:0]    out);
  always @ (en or in) begin
    out = en ? 1 << in: 0;
  end
endmodule
module reg_n #(parameter N=9)
       (clock,enable,D,Q);
input clock;
input enable;
input [N-1:0]D;
output reg [N-1:0]Q;
always @(posedge clock) 
begin
    if (enable==1)
	 Q<=D;
end
endmodule 
==> design/flow/run.sh <==
#!/bin/bash
# OpenROAD 26Q1-2900-gdf79404cd8, Yosys 0.63+post, stock flow scripts
make -C /OpenROAD-flow-scripts/flow DESIGN_CONFIG=/design/flow/config.mk WORK_HOME=/design/flow/orfs finish
==> design/flow/config.mk <==
export PLATFORM = sky130hd
export DESIGN_NAME = processor_9_bits
export DESIGN_NICKNAME = processor_9_bits
export VERILOG_FILES = /design/flow/design.v
export SDC_FILE = /design/flow/constraint.sdc
export NUM_CORES = 4
export LEC_CHECK = 1
export CORE_AREA = 10 10 70 70
export DIE_AREA = 0 0 80 80
==> design/flow/constraint.sdc <==
current_design processor_9_bits

set clk_period 1.6
set clk_io_pct 0.2

create_clock -name clk0 -period $clk_period [get_ports {clock}]

set non_clock_inputs [all_inputs -no_clocks]
set_input_delay [expr $clk_period * $clk_io_pct] -clock clk0 $non_clock_inputs
set_output_delay [expr $clk_period * $clk_io_pct] -clock clk0 [all_outputs]
==> impl_metrics.env <==
# implementation run metrics
export IMPL_grt_pass1_wl_um=414
export IMPL_p_int_uw=202
export IMPL_p_comb_share_pct=7.6
export IMPL_outcome="finished clean"
export IMPL_dr_pass1_iters=2
export IMPL_relSlewSlack_pct=89.1
export IMPL_cts_tree="built"
export IMPL_fp_coreArea_um2=3420
export IMPL_cp_num_cells=2
export IMPL_crit_buf_inv=1
export IMPL_switching_share_pct=19.9
export IMPL_whs_path_depth=2
export IMPL_r2r_start="Tcycle_Q[0]$_DFF_P_"
export IMPL_fin_worst_skew_ns=0.00407
export IMPL_regToRegEndpoint="Tcycle_Q[0]$_DFF_P_"
export IMPL_clock_root_buffer="clkbuf_4"
export IMPL_chip_area_um2=6400
export IMPL_drt_total_wl_um=335
export IMPL_fp_util_pct=3.81
export IMPL_topCombFamilyByArea="simple AND/OR/NAND/NOR gates"
export IMPL_rrSetupSlack_ns=0.77
export IMPL_cts_inserted_buffers=3
export IMPL_synthTopCellsByArea="dfxtp_1, a221o_1, and3_2"
export IMPL_largest_reg_flops=4
export IMPL_layout_drive_gt1_share_pct=26.3
export IMPL_gp_congestion=0.495
export IMPL_reg_largest_list="Tcycle_Q: 4 flops"
export IMPL_fp_row_count=21
export IMPL_fill_cells=414
export IMPL_wl_per_cell_um=5.15
export IMPL_tool_warnings=26
export IMPL_yosys_area_top_type="dfxtp_1"
export IMPL_critPathKind="reg -> out"
export IMPL_switchingPower_uw=50.2
export IMPL_grt_use_total_pct=1.02
export IMPL_synth_area_mux_share_pct=0
export IMPL_diodes=0
export IMPL_fmax_mhz=817
export IMPL_clock_latency_ns=0.23
export IMPL_worst_setup_path_start_kind="flip-flop"
export IMPL_portBuffers=3
export IMPL_instances_no_fill=65
export IMPL_synthCells=13
export IMPL_finalSetupViolCount=0
export IMPL_grt_max_degree=5
export IMPL_ys_sh_simple_pct=27.9
export IMPL_fin_crit_ns=1.22
export IMPL_max_cap_violations=0
export IMPL_cts_max_path_buffers=2
export IMPL_grt_overflow_total=0
export IMPL_dp_slack_ns=0.197
export IMPL_avgSynthCellArea_um2=10.0
export IMPL_synth_seq_cells=4
export IMPL_viasPerCell=1.62
export IMPL_busiest_layer="met3"
export IMPL_rsz0062_at_grt="false"
export IMPL_crit_slowest_cell="dfxtp_1"
export IMPL_synth_top_area_share_pct=61.5
export IMPL_final_util_pct=7.25
export IMPL_hold_buffers=0
export IMPL_comb_area_um2=51.3
export IMPL_setup_worst_path_end="Done"
export IMPL_arrival_ns=0.90
export IMPL_finalHoldViolCount=0
export IMPL_largest_register="Tcycle_Q"
export IMPL_cpPeakStageDelay_ns=0.33
export IMPL_p_clk_share_pct=48.8
export IMPL_vias=105
export IMPL_drv_slew=0
export IMPL_synthAoiAreaFrac_pct=7.69
export IMPL_met1_usage_pct=1.20
export IMPL_final_area_um2=248
export IMPL_synth_cell_types=9
export IMPL_clk_pin_slew_ns=0.04
export IMPL_antenna_found_initial=0
export IMPL_dp_cells=62
export IMPL_post_dp_cell_area_um2=218
export IMPL_ir_worst_vdd_mv=0.326
export IMPL_design_portCount=5
export IMPL_lay_top_cells="dfxtp_1, clkbuf_4, nor2_1, clkdlybuf4s50_1"
export IMPL_yosysCellCount=13
export IMPL_power_density_nw_per_um2=1020
export IMPL_pwr_share_seq_pct=43.6
export IMPL_cpLargestDelayFamily="flip-flops"
export IMPL_tns_ns=0
export IMPL_crit_path_end_kind="output port"
export IMPL_ys_chip_area_um2=130
export IMPL_seq_area_um2=80.1
export IMPL_postSynthSeqShare_pct=61.5
export IMPL_p_leak_nw=0.100
export IMPL_hold_class="reg -> reg"
export IMPL_fin_ws_ns=0.376
export IMPL_die_height_um=80
export IMPL_path_max_fanout=4
export IMPL_worstPathRequired_ns=1.28
export IMPL_hpwl_um=254
export IMPL_cp_startpoint="Tcycle_Q[0]$_DFF_P_"
export IMPL_die_width_um=80
export IMPL_synth_area_um2=130
export IMPL_crit_chain="nor3_2 > dlymetal6s2s_1"
export IMPL_mostFrequentLayoutCell="dfxtp_1"
export IMPL_grt_pass1_vias=83
export IMPL_drtAntennaViolNets=0
export IMPL_first_iter_violations=2
export IMPL_cts_sinks=4
export IMPL_grt_use_met3_pct=1.82
export IMPL_drc_errors=0
export IMPL_adder_share_pct=0
export IMPL_h_tree_depth=1
export IMPL_yosys_warnings=8
export IMPL_finalCritPeriodShare_pct=76.5
export IMPL_reg2reg_depth=2
export IMPL_grtUsageMet2_pct=0.722
export IMPL_area_growth_synth_to_final_pct=90.4
export IMPL_xor_share_pct=0
export IMPL_tightest_slew_ns=0.163
area by class of cell:
type	instances	area share [%]
sequential	4	32.3
timing repair buffer	3	13.1
tap	46	23.2
clock buffer	3	9.09
multi-input combinational	8	20.7
inverter	1	1.52
power by group through the flow:
stage	combinational (mW)	sequential, mW	clock [mW]
CTS	0.0198	0.109	0.129
global route	0.0215	0.110	0.135
finish	0.0192	0.110	0.123
worst register-to-register path, stage by stage (launching register included):
cell,delay [ns]
dfxtp_1,0.38
nor2_1,0.06
a221o_1,0.28
worst min-delay path by stage:
stage                                from             endpoint  slack, ns
after CTS             Tcycle_Q[2]$_DFF_P_  Tcycle_Q[1]$_DFF_P_       0.45
after global routing  Tcycle_Q[2]$_DFF_P_  Tcycle_Q[1]$_DFF_P_       0.47
final                 Tcycle_Q[2]$_DFF_P_  Tcycle_Q[1]$_DFF_P_       0.45
cells in the mapped netlist:
cell type / count
dfxtp_1: 4
nand2b_1: 1
nor3_1: 1
inv_1: 1
nand2_1: 1
nor2_1: 2
a221o_1: 1
and2_1: 1
and3_2: 1
metrics by stage:
step | hold WS (ns) | power (mW)
after floorplan | 0.410 | 0.117
after global placement | 0.418 | 0.128
after detailed placement | 0.445 | 0.130
after CTS | 0.449 | 0.258
after global routing | 0.470 | 0.266
final | 0.454 | 0.252
layer usage:
metal  vias to the layer above  share of wire [%]
met2                         5                 32
met3                         0                 21
met4                         0                  0
met5                         -                  0
met1                        44                 47
li1                         56                  -
logic make-up after synthesis:
group,after synthesis
and+or+nand+nor,7
DFF,4
AOI/OAI and AO/OA,1
buffers and inverters,1
timing repair:
action                     4_1_cts  5_1_grt
resized                          1        1
pin swaps                        0        1
buffers inserted                 0        0
setup endpoints to repair        1        1
hold endpoints to repair         0        0
Power figures rest on the tool's default switching activity, not on a simulated workload.
